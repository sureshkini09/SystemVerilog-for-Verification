$ cat design/flow/constraint.sdc
current_design day4

set clk_period 3.3
set clk_io_pct 0.2

create_clock -name clk0 -period $clk_period

set non_clock_inputs [all_inputs -no_clocks]
set_input_delay [expr $clk_period * $clk_io_pct] -clock clk0 $non_clock_inputs
set_output_delay [expr $clk_period * $clk_io_pct] -clock clk0 [all_outputs]
$ cat design/flow/config.mk
export PLATFORM = sky130hd
export DESIGN_NAME = day4
export DESIGN_NICKNAME = day4
export VERILOG_FILES = /design/flow/design.v
export SDC_FILE = /design/flow/constraint.sdc
export NUM_CORES = 4
export LEC_CHECK = 1
export CORE_AREA = 10 10 90 90
export DIE_AREA = 0 0 100 100
$ cat design/flow/design.v
module day4 (
    input logic [7:0] a_i,
    input logic [7:0] b_i,
    input logic [2:0] op_i,
    output logic [7:0] alu_o
);
    always_comb begin
        case (op_i)
            3'b000: alu_o = a_i + b_i;                  
            3'b001: alu_o = a_i - b_i;                  
            3'b010: alu_o = a_i << b_i[2:0];            
            3'b011: alu_o = a_i >> b_i[2:0];            
            3'b100: alu_o = a_i & b_i;                  
            3'b101: alu_o = a_i | b_i;                  
            3'b110: alu_o = a_i ^ b_i;                  
            3'b111: alu_o = (a_i == b_i) ? 8'b1 : 8'b0;  
            default: alu_o = 8'b0;
        endcase
    end
endmodule
$ cat design/flow/run.sh
#!/bin/bash
# OpenROAD 26Q1-2900-gdf79404cd8, Yosys 0.63+post, stock flow scripts
make -C /OpenROAD-flow-scripts/flow DESIGN_CONFIG=/design/flow/config.mk WORK_HOME=/design/flow/orfs finish
==> flow_metrics.py <==
# Metrics from the implementation run
metrics = {
    "sta": {
        "fin_setup_tns_ns": 0,
        "post-route-period-util_pct": 97.7,
        "tightestPinTransition_ns": 0.398,
        "relSlewSlack_pct": 73.2,
        "max_freq_ghz": 0.310,
        "number_of_hold_violations_in_the_final_report": 0,
        "timing.final.setup_violations": 0,
        "final_period_minus_worst_setup_slack_ns": 3.22,
        "timing_max_transition_violations_final": 0,
    },
    "cells_and_area": {
        "lay_top_count": "sky130_fd_sc_hd__buf_4",
        "area.growth.synth_to_final_pct": 70.5,
        "clock_buffer_count": 0,
        "flop_area_sq_um": 0,
        "most-common-layout-cells": "sky130_fd_sc_hd__buf_4 (76), sky130_fd_sc_hd__nor2_1 (17), sky130_fd_sc_hd__inv_1 (16)",
        "seq_cells": 0,
        "drive_above_1_share_pct": 47.8,
    },
    "route": {
        "detail_route.wl_per_cell_um": 15.1,
        "drc_errors": 0,
        "drt-total-wl_um": 5950,
        "route.antenna.diode_count": 0,
        "final_antenna_net_count": 0,
        "detail_route.iter0.violations": 132,
        "vias": 1992,
        "viasPerCell": 5.07,
        "firstDrtPassIters": 4,
    },
    "global_route": {
        "pin_count_of_the_biggest_net_entering_global_routing": 16,
        "grt_util_all_layers_pct": 11.7,
        "grt_overflow_total": 0,
        "first_global_vias": 1976,
        "grt_antenna_before_repair": 0,
        "grt_pass1_wl_um": 9920,
    },
    "pwr": {
        "power_density_nw_per_um2": 152,
        "power.static_leakage_nw": 1.32,
        "worst_ir_drop_vdd_mv": 0.0644,
        "power_total_mw": 0.430,
    },
    "synthesis": {
        "synthCells": 220,
        "total_cell_area_reported_by_yosys_after_synthesis_sq_um": 1660,
        "synth.yosys.warnings": 1,
        "synth_cell_type_count": 54,
        "seq_area_frac_synth_pct": 0,
        "ys_cells": 220,
        "syn_avg_cell_area_sq_um": 7.55,
        "synthesis.area_sq_um": 1660,
    },
    "cts": {
        "cts-hold-fix-buffers": 0,
    },
    "floorplan": {
        "row_count": 29,
        "fp.coreArea_sq_um": 6280,
        "chipHeight_um": 100,
        "design.portCount": 27,
        "fp-utilization_pct": 26.5,
        "fp.dieArea_sq_um": 10000,
        "die.size.x_um": 100,
    },
    "setup_path": {
        "crit_fanout": 7,
        "cp_data_required_time_ns": 2.64,
        "startpoint_type": "input port",
        "end_kind": "output pin",
        "crit_arrival_ns": 2.56,
        "path_class": "in -> out",
    },
    "min_path": {
        "min-delay-path-class": "in -> out",
    },
    "placed_design": {
        "port-buffer-count": 27,
        "gp_congestion": 0.928,
        "dp_hpwl_um": 4640,
    },
    "job": {
        "warning_count": 49,
        "maxCapViolations": 0,
    },
    "outcome": {
        "outcome": "finished clean",
    },
}
-- cells by family (layout without fill, tap and decap cells) --
family | count (synthesis) | after routing | synth area share, %
muxes | 19 | 19 | 16.4
buffers and inverters | 41 | 137 | 11.1
xor gates and xnor gates | 6 | 6 | 3.16
and+or+nand+nor | 64 | 64 | 20.9
AOI/OAI and AO/OA | 64 | 64 | 27.9
adders and majority gates | 26 | 26 | 20.5
-- power by group --
part | internal, mW | leakage, nW | switching (mW)
Clock | 0 | 0 | 0
Sequential | 0 | 0 | 0
Combinational | 0.233 | 1.32 | 0.197
Total | 0.233 | 1.32 | 0.197
-- cells in the mapped netlist (3+ instances only) --
library cell,number,area [sq um]
sky130_fd_sc_hd__a31oi_1,5,31.3
sky130_fd_sc_hd__nand2b_1,4,25.0
sky130_fd_sc_hd__xor2_1,4,35.0
sky130_fd_sc_hd__nand2_1,8,30.0
sky130_fd_sc_hd__o21ai_0,14,70.1
sky130_fd_sc_hd__mux2i_1,13,130
sky130_fd_sc_hd__and4_1,3,26.3
sky130_fd_sc_hd__clkbuf_1,5,18.8
sky130_fd_sc_hd__mux4_2,4,90.1
sky130_fd_sc_hd__buf_2,7,35.0
sky130_fd_sc_hd__a21oi_1,14,70.1
sky130_fd_sc_hd__nand3_1,3,15.0
sky130_fd_sc_hd__nor2b_1,6,37.5
sky130_fd_sc_hd__nor3_1,5,25.0
sky130_fd_sc_hd__nor2_1,19,71.3
sky130_fd_sc_hd__ha_1,24,300
sky130_fd_sc_hd__a211oi_1,3,22.5
sky130_fd_sc_hd__inv_1,25,93.8
sky130_fd_sc_hd__a22oi_1,7,52.6
-- final timing paths --
| path | from | end | slack, ns | cells after the start |
|---|---|---|---|---|
| worst max-delay path | a_i[5] | alu_o[6] | 0.08 | 8 |
| worst min-delay path | a_i[1] | alu_o[1] | 2.00 | 6 |
-- repair_timing --
item	CTS	global route
pin swaps	32	14
setup endpoints to repair	8	7
buffers inserted	14	0
gates resized	93	21
-- cell type report --
type,count,area (sq um)
fill,592,3440
inverter,25,93.8
multi-input combinational,179,1720
tap,77,96.3
timing repair buffer,112,918
-- per-stage QoR --
step / cells / utilization (%) / setup slack [ns] / area [sq um] / hold WS (ns)
6_report: 393 / 45.1 / 0.0755 / 2830 / 2.00
5_1_grt: 393 / 45.1 / -0.0159 / 2830 / 2.05
3_3_place_gp: 380 / 39.5 / -0.677 / 2480 / 2.57
4_1_cts: 393 / 44.2 / -0.122 / 2770 / 2.06
3_5_place_dp: 380 / 39.5 / -0.705 / 2480 / 2.57
2_1_floorplan: 220 / - / 0.0484 / 1660 / 1.59
-- metal layers --
metal	global-route usage (%)	wire (um)
met1	16.2	2750
met2	20.5	2910
met3	0.972	284
met4	0.435	8
met5	0	0
-- critical path, stage by stage --
cell and delay (ns):
sky130_fd_sc_hd__clkdlybuf4s50_1 0.42, sky130_fd_sc_hd__buf_4 0.18, sky130_fd_sc_hd__mux4_2 0.46, sky130_fd_sc_hd__mux2i_2 0.19, sky130_fd_sc_hd__o21ai_2 0.10, sky130_fd_sc_hd__nor4b_2 0.24, sky130_fd_sc_hd__nor3_2 0.07, sky130_fd_sc_hd__dlygate4sd2_1 0.24
Power figures rest on the tool's default switching activity, not on a simulated workload.
