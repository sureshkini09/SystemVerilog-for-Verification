[flow/run.sh]
#!/bin/bash
# OpenROAD 26Q1-2900-gdf79404cd8, Yosys 0.63+post, stock flow scripts
make -C /OpenROAD-flow-scripts/flow DESIGN_CONFIG=/design/flow/config.mk WORK_HOME=/design/flow/orfs finish
[flow/config.mk]
export PLATFORM = sky130hd
export DESIGN_NAME = odd_counter
export DESIGN_NICKNAME = odd_counter
export VERILOG_FILES = /design/flow/design.v
export SDC_FILE = /design/flow/constraint.sdc
export NUM_CORES = 4
export LEC_CHECK = 1
export CORE_AREA = 10 10 70 70
export DIE_AREA = 0 0 80 80
[flow/constraint.sdc]
current_design odd_counter

set clk_period 1.6
set clk_io_pct 0.2

create_clock -name clk0 -period $clk_period [get_ports {clk}]

set non_clock_inputs [all_inputs -no_clocks]
set_input_delay [expr $clk_period * $clk_io_pct] -clock clk0 $non_clock_inputs
set_output_delay [expr $clk_period * $clk_io_pct] -clock clk0 [all_outputs]
[flow/design.v]
module odd_counter (
  input     logic        clk,
  input     logic        reset,
  output    logic[7:0]  cnt_o
);
  always_ff@(posedge clk or posedge reset)
    if(reset)
      cnt_o <= 8'h1;
    else
      cnt_o <= cnt_o + 2;
endmodule
==> flow_metrics.tcl <==
# metrics dict for downstream scripts
set metrics [dict create \
    outcome "finished, final reports clean" \
    mostFrequentLayoutCells "sky130_fd_sc_hd__clkdlybuf4s50_1, sky130_fd_sc_hd__dfrtp_1, sky130_fd_sc_hd__nand3_1, sky130_fd_sc_hd__xnor2_1, sky130_fd_sc_hd__clkbuf_4" \
    critPathCaptureType "output port" \
    clock_path_buffers 2 \
    fp-row-count 21 \
    largest_register_ffs 7 \
    net-switching-power_uw 62.1 \
    final_cell_count_without_fillers 79 \
    cts_tree "done" \
    worstSetupPathType "flop to output port" \
    yosys_warnings 1 \
    number_of_buffer_and_inverter_stages_on_the_critical_path 1 \
    globalRouteTotalUtil 0.0235 \
    first_pass_grt_wire_length_mm 1.17 \
    timing.hold.worst.class "primary input to asynchronous set/reset pin" \
    floorplanUtilization 0.0810 \
    fmax_mhz 674 \
    drc 0 \
    fin_crit_sh 0.927 \
    drt-wirelength-per-cell_um 8.22 \
    final-max-slew-violation-count 0 \
    rrSetupSlack_ps 580 \
    gr-total-overflow 0 \
    syn_area_per_cell_um2 12.6 \
    postSynthSeqShare 0.633 \
    fill_cells 404 \
    cellInternalPower_uw 275 \
    layout-drive-gt1-share 0.0909 \
    placed_cells 75 \
    path_delay_family "buffers and inverters" \
    detail_route.wirelength_um 649 \
    buffer_ports.inserted 8 \
    gpl.final_weighted_congestion 0.687 \
    area_growth_pct 56.6 \
    antenna_left 0 \
    critical-path-slowest-cell "sky130_fd_sc_hd__clkdlybuf4s50_1" \
    start_kind "flop" \
    clock-skew-final_ps 1.50 \
    power.density_cell_area_nw_per_um2 778 \
    largest_registers "cnt_o x7" \
    count_of_tool_warnings 25 \
    clkSinkCount 7 \
    slowest_delay_ps 500 \
    tritoncts.num_buffers 3 \
    clock-root-buffer "sky130_fd_sc_hd__clkbuf_4" \
    power.combinational.fraction 0.017 \
    insertedDiodeCount 0 \
    fin_setup_tns_ps 0 \
    leakage_nw 0.180 \
    clk_pin_slew_ps 50 \
    design.die.area_um2 6400 \
    die_y_um 80 \
    cp_cell_sequence "clkdlybuf4s50_1" \
    drv_cap 0 \
    synth.ff_latch_count 7 \
    final-setup-viol-count 0 \
    clock_insertion_delay_at_the_later_pin_of_the_skew_report_ps 240 \
    grt_start_max_net_pins 8 \
    peakVddDrop_mv 0.440 \
    drt_iter0_markers 0 \
    post-cts-setup-buffers 0 \
    synth_stat.cells 22 \
    critPathArrivalTime_ps 1160 \
    rsz0062_at_grt "no" \
    antenna_violations_before_repair 0 \
    hold_buffers 0 \
    post_cts.resized_instances 0 \
    top_register "cnt_o" \
    cts.htree.levels 1 \
    cell_type_count 9 \
    first_global_vias 228 \
    syn-instance-count 22 \
    worst_hold_slack_ps 306 \
    final_common_cell "sky130_fd_sc_hd__clkdlybuf4s50_1" \
    detail_route.first_pass.iterations 1 \
    power_switching_share 0.185 \
    regArea_um2 175 \
    post_drt_via_cell_ratio 2.43 \
    finalHoldViolations 0 \
    min_period_ps 1480 \
    p_seq_frac 0.527 \
    crit_required_ps 1280 \
    critPathMaxFanout 5 \
    mappedNetlistArea_um2 277 \
    power.clock.fraction 0.455 \
    number_of_ports_placed_on_the_die_boundary 10 \
    core_region_area_um2 3420 \
    route.vias.total 192 \
    comb_area_um2 86.3 \
    die-width_um 80 \
    ys_chip_area_um2 277 \
]
==> worst paths after layout <==
| path | startpoint | end | cells after the start |
|---|---|---|---|
| min in group clk0 | cnt_o[7]$_DFF_PP0_ | cnt_o[7]$_DFF_PP0_ | 1 |
| worst max register to register | cnt_o[1]$_DFF_PP0_ | cnt_o[5]$_DFF_PP0_ | 3 |
| worst min register to register | cnt_o[7]$_DFF_PP0_ | cnt_o[7]$_DFF_PP0_ | 1 |
| worst min-delay path | reset | cnt_o[6]$_DFF_PP0_ | 2 |
| worst max-delay path | cnt_o[1]$_DFF_PP0_ | cnt_o[1] | 1 |
| max in group asynchronous | reset | cnt_o[2]$_DFF_PP0_ | 2 |
==> per-layer routing <==
metal  share of wire  track usage
met5               0            0
met3            0.16       0.0205
met2            0.48       0.0369
met4               0      0.00176
met1            0.36       0.0243
==> power groups by stage <==
stage | Clock (mW) | Sequential, mW | Combinational (mW)
after CTS | 0.161 | 0.177 | 0.00631
after global routing | 0.173 | 0.177 | 0.00705
final | 0.153 | 0.177 | 0.00586
==> layout make-up <==
type                    count  share of cell area
repair buffers              8               0.185
well taps                  46               0.133
multi-input cells          12               0.199
clock buffers               4              0.0607
flip-flops and latches      7               0.405
inverters                   2              0.0173
==> synth_stat cells, drive strengths merged <==
cell type  number  share of area
dfrtp           7           0.63
nand3           4          0.072
xnor2           4           0.13
inv             2          0.027
and3            1          0.023
buf             1          0.027
conb            1          0.014
ha              1          0.045
xor2            1          0.032
==> through the flow <==
stage               power, mW  worst slack (ps)  area, um2  utilization
floorplan               0.185               705        277            -
global placement        0.186               366        407        0.119
detailed placement      0.186               365        407        0.119
CTS                     0.344              91.8        433        0.127
global route            0.357              41.9        433        0.127
finish                  0.337               116        433        0.127
==> logic make-up (layout without fill, tap and decap cells) <==
kind of cell	after synthesis	in the layout	share of synthesized area
other	1	1	0.0136
and+or+nand+nor	5	5	0.0950
xor gates and xnor gates	5	5	0.158
adders and majority gates	1	1	0.0452
DFF	7	7	0.633
buffers and inverters	3	14	0.0543
Power figures rest on the tool's default switching activity, not on a simulated workload.
